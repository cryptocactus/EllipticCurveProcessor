$ cat flow/design.v
module shift_reg (
		input clk,
		input start,
		input signed [255:0] D,
		output reg signed [255:0] Q
);
initial begin
Q = 256'b0;
end
always @ (posedge clk) 
begin
if (start) begin
	Q <= D;
end
end
endmodule
$ cat flow/run.sh
#!/bin/bash
# OpenROAD 26Q1-2900-gdf79404cd8, Yosys 0.63+post, stock flow scripts
make -C /OpenROAD-flow-scripts/flow DESIGN_CONFIG=/design/flow/config.mk WORK_HOME=/design/flow/orfs finish
$ cat flow/config.mk
export PLATFORM = sky130hd
export DESIGN_NAME = shift_reg
export DESIGN_NICKNAME = shift_reg
export VERILOG_FILES = /design/flow/design.v
export SDC_FILE = /design/flow/constraint.sdc
export NUM_CORES = 4
export LEC_CHECK = 1
export CORE_AREA = 10 10 288 288
export DIE_AREA = 0 0 298 298
$ cat flow/constraint.sdc
current_design shift_reg

set clk_period 1.0
set clk_io_pct 0.2

create_clock -name clk0 -period $clk_period [get_ports {clk}]

set non_clock_inputs [all_inputs -no_clocks]
set_input_delay [expr $clk_period * $clk_io_pct] -clock clk0 $non_clock_inputs
set_output_delay [expr $clk_period * $clk_io_pct] -clock clk0 [all_outputs]
==> results.txt <==
impl run done, here's what came out: mi-comb count 0, Log Warnings 27, # port buffers 513, post-route DRC violation count 0, Placer Congestion 0.877, max reg flops 256, Final Hold Violating Endpoints 0, Die Span X 298 µm, routed wire length 28.7 mm, CTS tree done, Setup violations, final 256, die area 88800 µm², Mux area share 0, Yosys top cell by area edfxtp_1, period utilization 1.47, WHS 0.0494 ns, setup ws final -0.470 ns, max-cap check violation count 0, Synth Area in Compound Gates 0, Adder Area Share 0, sequential area share after synthesis 1.00, Pwr Density 1780 nW/µm², failing checks negative setup slack, Root Buffer clkbuf_16, CTS max path bufs 3, Crit. End Element primary output, Min-Delay Path Class in -> reg, Crit. Startpoint Q[23], CP Max Fanout 1, fin cells 1881, Yosys Chip Area 7690 µm², Via Count 4915, MI comb area 0 µm², leakage 0.00511 µW, outcome finished, violations left, Reg area 7690 µm², total power after layout 25000 µW, Filler cells 8282, drt first pass iters 4, family with the most delay on the worst path flip-flops, area delta synth->final 82.1%, Unique cell types 1, largest net degree at the start of global routing 27, CP required 0.80 ns, Post-DRT Antenna Nets 0, DP Cell Count 1829, post-synthesis cell count 256, RSZ-0062 raised after global routing true, Critical Setup Path Class reg -> out, crit path buf inv count 1, average routed wire per standard cell 15.2 µm, Synth Cell Area 7690 µm², area share, top type 1.00, post-route design area 14000 µm², # IOs 514, Critical Path AT 1.27 ns, GR Util All Layers 0.0621, CTS H-Tree Depth 1, slowest CP cell edfxtp_1, Worst Tran Pin Value 0.273 ns, largest cells by area after synthesis edfxtp_1 100%, Fmax 680 MHz, Init Core Util 0.101, Max rail drop VDD 0.00117 V, total grt overflow 0, Chip Height 298 µm, number of global-route vias before repair 5256, Reg with most FFs Q, detailed placement HPWL 23.0 mm, biggest regs Q x256, Setup WS pre-CTS -0.274 ns, FP Rows 101, hold path startpoint start, CP cell instances buf_2, simple share 0, Synth Area in XOR/XNOR 0, Warnings, synthesis 1, Placement Cell Area 14400 µm², Worst setup SP type flop, syn_area_per_cell 30.0 µm², Avg Vias per Cell 2.61, Clock transition at path regs 0.06 ns, Slew Viols, Final 0, Slew HR 0.818, TritonCTS Buffers 28, yosys cell count 256, core box area 76300 µm², Synth Register Bits 256, critical path's largest stage delay 0.51 ns, clk sink count 256, Starting DRT DRC Count 177, first-pass GRT wire length 40.2 mm, initial antenna violation count 1, min Tclk post-route 1.47 ns, layout cell share with drive strength beyond 1 0.379, most frequent cells in the layout 256 x edfxtp_1, 256 x clkdlybuf4s50_1, 255 x buf_2
cell type report:
class	instances	share of cell area
Antenna cell	2	0.000358
Clock buffer	36	0.0522
Clock inverter	13	0.00965
Sequential cell	256	0.549
Tap cell	1030	0.0921
Timing Repair Buffer	544	0.297
logic make-up after synthesis:
group / after synthesis
DFF: 256
Yosys cell counts:
master / count
edfxtp_1: 256
worst paths after layout:
path,endpoint,slack [ns],cells past startpoint
worst max-delay path,Q[23],-0.47,1
worst min-delay path,Q[66],0.05,2
per-layer routing:
| metal | track usage | vias to the layer above | wire (µm) |
|---|---|---|---|
| li1 | - | 2206 | - |
| met4 | 0.0168 | 0 | 916 |
| met3 | 0.0396 | 45 | 4150 |
| met2 | 0.0984 | 362 | 13400 |
| met1 | 0.0686 | 2302 | 10200 |
| met5 | 0 | - | 0 |
stage by stage:
step | utilization | setup TNS, ns
after global placement | 0.189 | -2.46
after floorplan | - | 0
after detailed placement | 0.189 | -2.44
final | 0.183 | -64.68
after global routing | 0.183 | -82.24
after CTS | 0.183 | -79.65
power by group:
group / switching (µW) / internal (µW) / total [µW]
clock network: 4210 / 5670 / 9880
logic: 661 / 1470 / 2140
registers: 197 / 12800 / 12900
timing repair:
item | 4_1_cts | 5_1_grt
hold buffers | 1 | 0
resized | 855 | 0
setup buffers | 0 | 0
cloned | 0 | 0
pin swaps | 0 | 0
setup endpoints to repair | 256 | 256
hold endpoints to repair | 1 | 0
Power is estimated from default activity; no workload was simulated.
