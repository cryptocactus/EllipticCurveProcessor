`./config.mk`:
```
export PLATFORM = sky130hd
export DESIGN_NAME = result_mux
export DESIGN_NICKNAME = result_mux
export VERILOG_FILES = /design/flow/design.v
export SDC_FILE = /design/flow/constraint.sdc
export NUM_CORES = 4
export LEC_CHECK = 1
export CORE_AREA = 10 10 491 491
export DIE_AREA = 0 0 501 501
```
`./constraint.sdc`:
```
current_design result_mux

set clk_period 1.1
set clk_io_pct 0.2

create_clock -name clk0 -period $clk_period

set non_clock_inputs [all_inputs -no_clocks]
set_input_delay [expr $clk_period * $clk_io_pct] -clock clk0 $non_clock_inputs
set_output_delay [expr $clk_period * $clk_io_pct] -clock clk0 [all_outputs]
```
`./design.v`:
```
module mux4 ( 
	input signed [255:0] sum_0, 
	input signed [255:0] sum_1, 
	input signed [255:0] sum_2,
	input signed [255:0] sum_3,
	input [1:0] select, 
	output reg signed [255:0] out_mux
);
always @* begin
   case (select)
	0: out_mux = sum_0;
	1: out_mux = sum_1;
	2: out_mux = sum_2;
	3: out_mux = sum_3;
   endcase
  end
endmodule
module result_mux (
  input signed [255:0] division_result,
  input signed [255:0] multiplication_result,
  input signed [255:0] addition_result,
  input signed [255:0] subtraction_result,
  input [1:0] select,
  output signed [255:0] final_result
  );
mux4 mux_result( 
	.sum_0(addition_result), 
	.sum_1(subtraction_result), 
	.sum_2(multiplication_result),
	.sum_3(division_result),
	.select(select), 
	.out_mux(final_result)
);
endmodule
```
`./run.sh`:
```
#!/bin/bash
# OpenROAD 26Q1-2900-gdf79404cd8, Yosys 0.63+post, stock flow scripts
make -C /OpenROAD-flow-scripts/flow DESIGN_CONFIG=/design/flow/config.mk WORK_HOME=/design/flow/orfs finish
```
==> GITHUB_STEP_SUMMARY <==
## PnR job results

| Metric | Value |
|---|---|
| Post-DP Area | `between 20000 and 25000 µm²` |
| Die Span Y | `between 500 and 600 µm` |
| FP Core Util | `0.0280` |
| Crit path time final | `slightly below 2 ns` |
| Layout cells sized above 1 | `0.396` |
| Maximum capacitance violations | `0` |
| Worst Path Buf+Inv | `8` |
| Critical Path End Type | `output port` |
| Total Power | `~11 mW` |
| Routability cong. | `~0.99` |
| Final setup TNS | `-175.06 ns` |
| Biggest cell delay along the critical path | `approximately 0.42 ns` |
| Die area | `roughly 250000 µm²` |
| # IOs | `about 1300` |
| Maximum clock frequency | `517 MHz` |
| Drt total wl | `roughly 240000 µm` |
| Min-delay worst type | `in2out` |
| Horiz. Die Dim | `~500 µm` |
| CP delay by family, top | `buffers and inverters` |
| # setup viols final | `around 260` |
| Flops | `0` |
| Layout fillers | `26000` |
| Core ar. | `~230000 µm²` |
| Top cell by count, worst path | `buf_12` |
| Vias per inst | `between 2 and 3` |
| Chip Area, Yosys | `roughly 6400 µm²` |
| Port bufs | `1282` |
| Final Core Density | `0.110` |
| Register area | `0 µm²` |
| Max IR drop VDD | `roughly 0.12 mV` |
| Leakage | `between 8 and 9 nW` |
| Top cells, area | `mux4_2 (90%), buf_12 (6.8%), buf_2 (1.9%)` |
| Failing checks | `negative setup slack` |
| Vias in the first global route | `between 10000 and 15000` |
| Largest area contributor in the netlist | `mux4_2` |
| Log Warnings | `35` |
| Post-DRT Antenna Nets | `0` |
| CP Max Fanout | `8` |
| Grt ovf | `0` |
| Worst setup SP type | `input pin` |
| Crit-path cells | `buf_12 -> buf_16 -> buf_4 -> buf_12 -> buf_16 -> buf_12 -> buf_6 -> mux4_2 -> buf_6` |
| Fin area | `roughly 25000 µm²` |
| Pre-antenna DRT Iters | `4` |
| Syn_area_per_cell | `20.6 µm²` |
| Synth cell count leaders | `mux4_2 (256), buf_2 (25), buf_12 (22), buf_8 (5), clkbuf_1 (2)` |
| Initial DRC Count | `between 600 and 700` |
| PD cells | `roughly 430 nW/µm²` |
| Yosys warns | `1` |
| Slew HR | `0.815` |
| Cell area after synthesis | `between 6000 and 7000 µm²` |
| Worst EP arrival | `around 1.7 ns` |
| WL/cell | `~51 µm` |
| Yosys cell count | `roughly 310` |
| Largest type area fraction | `0.896` |
| Synth cell types | `8` |
| Initial antenna violation count | `487` |
| Num rows | `approximately 180` |
| Slowest cell on crit path | `mux4_2` |
| Synthesized netlist cell count | `~310` |
| Final Max Tran Viols | `0` |
| Fin. Hold Viols | `0` |
| Via Count | `13200` |
| Most numerous cell in the Yosys netlist | `mux4_2` |
| CP required | `0.88 ns` |
| Total GRT Usage | `0.190` |
| CLK BUF | `0` |
| Remaining DRCs | `0` |
| Worst Setup Slack, final | `-0.835 ns` |
| Crit path kind | `in2out` |
| P&R area growth vs syn | `293%` |
| RSZ-0062 raised after global routing | `true` |
| Largest net degree at the start of global routing | `23` |
| First-pass GRT wire length | `between 200000 and 300000 µm` |
| Register share after synthesis | `0` |
| Worst Max-Slew Pin Slew | `0.277 ns` |
| Tcrit/Tclk final | `1.76` |
| Status | `finished with violations` |
| HPWL Detailed | `235000 µm` |
[kinds of logic (layout without fill, tap and decap cells)]
logic type,after synthesis,in the layout,share of synthesized area
muxes,256,256,0.896
buffers and inverters,57,1472,0.104
other,0,85,0
[per-layer routing]
metal,up-vias,share of wire,global-route usage
li1,4638,-,-
met3,734,0.21,0.176
met4,324,0.013,0.00106
met2,1525,0.42,0.287
met5,-,0.0089,0
met1,5997,0.35,0.207
[power breakdown]
| part | switching [mW] | total [mW] | leakage [nW] | internal [mW] |
|---|---|---|---|---|
| combinational | 3.82 | 10.9 | 8.53 | 7.07 |
| clock | 0 | 0.0000105 | 0.000539 | 0.0000105 |
| sequential | 0 | 0 | 0 | 0 |
| total | 3.82 | 10.9 | 8.53 | 7.07 |
[placed cells by master, fill, tap and decap left out]
master	n
buf_16	15
clkdlybuf4s50_1	1033
clkbuf_2	25
buf_4	65
mux4_2	256
diode_2	85
clkbuf_16	2
buf_12	56
buf_8	19
buf_2	32
buf_6	214
dlymetal6s2s_1	10
clkbuf_4	1
[metrics by stage]
stage	hold WS [ns]	worst slack [ns]	cells
global route	1.22	-0.877	4759
floorplan	0.619	-0.215	313
detailed placement	1.17	-1.06	4633
CTS	1.08	-0.957	4684
global placement	1.17	-1.05	4633
finish	1.15	-0.835	4839
[timing repair]
action | CTS | global route
endpoints found under the setup margin | 256 | 256
setup buffers | 45 | 81
gates cloned | 6 | 2
hold endpoints to repair | 0 | 0
hold buffers | 0 | 0
gates resized | 592 | 473
[path summary, 6_finish.rpt]
check	startpoint	end	slack, ns	depth (start not counted)
hold / removal	select[0]	final_result[102]	1.15	4
setup / recovery	select[0]	final_result[104]	-0.83	9
[area by class of cell]
class                           count  area (µm²)  area share
Multi-Input combinational cell    256        5770       0.228
Timing Repair Buffer             1472       15500       0.614
Tap cell                         3026        3790       0.150
Antenna cell                       85         213     0.00841
No activity file was given, so power comes from the tool's default toggle rates.
