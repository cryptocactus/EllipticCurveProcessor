File: flow/config.mk
export PLATFORM = sky130hd
export DESIGN_NAME = shift_reg_en
export DESIGN_NICKNAME = shift_reg_en
export VERILOG_FILES = /design/flow/design.v
export SDC_FILE = /design/flow/constraint.sdc
export NUM_CORES = 4
export LEC_CHECK = 1
export CORE_AREA = 10 10 225 225
export DIE_AREA = 0 0 235 235
File: flow/constraint.sdc
current_design shift_reg_en

set clk_period 1.0
set clk_io_pct 0.2

create_clock -name clk0 -period $clk_period [get_ports {clk}]

set non_clock_inputs [all_inputs -no_clocks]
set_input_delay [expr $clk_period * $clk_io_pct] -clock clk0 $non_clock_inputs
set_output_delay [expr $clk_period * $clk_io_pct] -clock clk0 [all_outputs]
File: flow/design.v
module shift_reg_en (
		input clk,
		input signed [255:0] D,
		output reg signed [255:0] Q,
		input enable
);
always @ (posedge clk) 
begin
   if (enable == 1)  
	begin
	Q <= D;
   end
end
endmodule
File: flow/run.sh
#!/bin/bash
# OpenROAD 26Q1-2900-gdf79404cd8, Yosys 0.63+post, stock flow scripts
make -C /OpenROAD-flow-scripts/flow DESIGN_CONFIG=/design/flow/config.mk WORK_HOME=/design/flow/orfs finish
==> changes_impl.md <==
### Physical design

* Post-CTS Setup Bufs at 0
* Top reg by flops: Q
* Logic Gate Count at 0
* Fin crit period at 1440 ps
* Synth warn at 1
* Lkg Pwr at 5.15 nW
* Cell Area, Synth at 7690 sq um
* Storage cell area at 7690 sq um
* # Max-Cap Violations at 0
* Average wire per standard cell at 18.0 microns
* Multi-input logic area at 0 sq um
* Die width at 235 microns
* Chip area at 55200 sq um
* Yosys cell types at 1
* Port bufs at 513
* CTS tree: built
* Min-Delay Startpoint: enable
* Slowest cell delay on critical path at 510 ps
* Initial drt markers at 158
* Drt total wl at 26.1 mm
* Slew HR at 82.2%
* Startpoint Class: register
* Share of layout cells above drive strength 1 at 38.7%
* Crit Path Class: reg -> out
* Fmax at 694 MHz
* Core box area at 45600 sq um
* Ant diodes at 0
* Failing checks: setup timing
* Setup crit end kind: output pin
* Regs by FF count: Q: 256 flops
* #FFs+latches synth at 256
* Total power at 25.0 mW
* I/O Pins at 514
* Seq share, synth at 100%
* Largest net degree at the start of global routing at 19
* Worst Slack Setup Final at -440 ps
* Family with the most delay on the worst path: flip-flops
* Fill cells at 4517
* Buffers plus inverters on the worst setup path at 1
* Detailed Place HPWL at 21.3 mm
* Routed via count at 4780
* Worst path slowest cell: edfxtp_1
* Clock Sinks at 256
* Vias in the first global route at 5160
* Final Max Slew Viols at 0
* Number of remaining DRC errors at 0
* Mapped Cells at 256
* Status: finished with violations
* Global-route wire length before repair at 37.3 mm
* CTS Root Cell: clkbuf_16
* TritonCTS buffer count at 28
* Post-CTS Hold Fix Bufs at 0
* Peak VDD IR at 1.40 mV
* Tightest Hold Check Type: in -> reg
* Worst Setup SP: Q[111]$_DFFE_PP_
* Fin util at 29.7%
* Max reg flops at 256
* P per Cell Area at 1840 nW/um^2
* Crit-path cells: buf_2
* Max clock buf depth at 3
* Grt total ovfl at 0
* Endpoints failing hold at 0
* Crit path max fanout at 1
* Gr usage total at 9.30%
* Setup WS pre-CTS at -252 ps
* Arr. time, crit path at 1240 ps
* Die height at 235 microns
* Fin crit share at 144%
* Critical Path RT at 800 ps
* Most frequent cells in the layout: edfxtp_1 (256), clkdlybuf4s50_1 (256), buf_2 (256), clkbuf_16 (28), buf_4 (24)
* Initial antenna violation count at 1
* Htree depth at 1
* Floorplan utilization at 16.9%
* Unrepaired setup endpoints after global routing: yes
* Slew of the pin with the lowest slew margin at 266 ps
* Final RePlAce weighted congestion at 0.850
* Routed Antenna Nets at 0
* Syn_area_per_cell at 30.0 sq um
* Final setup violation count at 256
* Row count at 78
* Synth-to-Final Area Change at 76.2%
* Vias per Instance at 3.29
* Ys cells at 256
* Reg clk slew, reported paths at 60 ps
* Tool Warnings at 27
* Router iterations before antenna repair at 4
* Post-synth area from yosys stat at 7690 sq um
-- synth_stat cells --
| cell | instances | area share (%) |
|---|---|---|
| edfxtp_1 | 256 | 100 |
-- layout make-up --
cell class	instances	share of cell area, %
Clock buffer	32	5.28
Sequential cell	256	56.7
Timing Repair Buffer	546	31.1
Clock inverter	17	1.29
Tap cell	600	5.54
-- what timing repair did --
| item | 4_1_cts | 5_1_grt |
|---|---|---|
| hold endpoints to repair | 0 | 0 |
| setup endpoints to repair | 256 | 256 |
| gates resized | 844 | 0 |
| pin swaps | 0 | 0 |
-- metrics by stage --
stage / TNS [ps] / cells / instance area, sq um / hold WS, ps
floorplan: 0 / 256 / 7690 / 299
global placement: -1080 / 1402 / 13900 / 664
finish: -58140 / 1451 / 13500 / 92.7
global route: -71990 / 1451 / 13500 / 90.9
detailed placement: -987 / 1402 / 13900 / 663
CTS: -69460 / 1451 / 13500 / 73.8
-- worst paths after layout --
kind                          endpoint  slack, ps  cells after the start
worst max-delay path            Q[111]       -440                      1
worst min-delay path  Q[122]$_DFFE_PP_         90                      2
-- per-layer routing --
| layer | GRT usage [%] | vias up | share of wire [%] | wire length [microns] |
|---|---|---|---|---|
| met5 | 0 | - | 0.050 | 13 |
| met4 | 2.48 | 2 | 3.1 | 810 |
| met3 | 4.84 | 43 | 12 | 3070 |
| met2 | 15.3 | 286 | 50 | 13100 |
| met1 | 10.5 | 2237 | 35 | 9150 |
| li1 | - | 2212 | - | - |
-- report_power, final --
group | leakage [nW] | internal (mW) | switching [mW]
combinational | 2.22 | 1.50 | 0.631
sequential | 2.51 | 12.7 | 0.185
clock | 0.425 | 5.88 | 4.01
-- cell families (layout without fill, tap and decap cells) --
logic type             count (synthesis)  count (layout)  share of synthesized area (%)
DFF                                  256             256                            100
buffers and inverters                  0             595                              0
Power and IR drop assume default switching activity.
